$ cat /design/flow/run.sh
#!/bin/bash
# OpenROAD 26Q1-2900-gdf79404cd8, Yosys 0.63+post, stock flow scripts
make -C /OpenROAD-flow-scripts/flow DESIGN_CONFIG=/design/flow/config.mk WORK_HOME=/design/flow/orfs finish
$ cat /design/flow/config.mk
export PLATFORM = sky130hd
export DESIGN_NAME = leds_axis
export DESIGN_NICKNAME = leds_axis
export VERILOG_FILES = /design/flow/design.v
export SDC_FILE = /design/flow/constraint.sdc
export NUM_CORES = 4
export LEC_CHECK = 1
export CORE_AREA = 10 10 70 70
export DIE_AREA = 0 0 80 80
$ cat /design/flow/constraint.sdc
current_design leds_axis

set clk_period 1.6
set clk_io_pct 0.2

create_clock -name clk0 -period $clk_period [get_ports {axis_aclk_i}]

set non_clock_inputs [all_inputs -no_clocks]
set_input_delay [expr $clk_period * $clk_io_pct] -clock clk0 $non_clock_inputs
set_output_delay [expr $clk_period * $clk_io_pct] -clock clk0 [all_outputs]
$ cat /design/flow/design.v
module leds_axis
(
	output wire [DATA_WIDTH - 1:0] leds_o,
	input wire axis_aclk_i,
	input wire axis_aresetn_i,
	output wire s_axis_tready_o,
	input wire s_axis_tvalid_i,
	input wire [DATA_WIDTH - 1:0] s_axis_tdata_i
);
	parameter [31:0] DATA_WIDTH=8;
	parameter [31:0] STOP_WIDTH=1;
	reg tready;
	parameter [0:0] st_idle = 0, st_data = 1;
	reg state;
	reg [DATA_WIDTH - 1:0] data;
	assign s_axis_tready_o = tready;
	assign leds_o = data;
	always @(posedge axis_aclk_i, negedge axis_aresetn_i) begin
		if (axis_aresetn_i == 1'b0) begin
			tready <= 1'b0;
			data <= {((DATA_WIDTH - 1)-(0)+1){1'b0}};
			state <= st_idle;
		end else begin
			case(state)
			st_idle : begin
				tready <= 1'b1;
				if (s_axis_tvalid_i == 1'b1) begin
					data <= s_axis_tdata_i;
					state <= st_data;
				end
			end
			st_data : begin
				tready <= 1'b0;
				state <= st_idle;
			end
			endcase
		end
	end
endmodule
==> flow_metrics.tcl <==
# collected from the flow reports
set metrics [dict create \
    synthesis.area_per_instance_um2 18.6 \
    port_buffers 19 \
    grt_max_degree 11 \
    via_count_of_the_first_global_routing_pass 260 \
    timing.rr.start "state" \
    pwr-share-comb_pct 22.2 \
    cts_tree "yes" \
    critical_path_buf_inv_count 1 \
    worstPathArrival_ns 1.09 \
    netlist_instances 21 \
    setup-tns-final_ns 0 \
    max_stage_delay_ns 0.47 \
    timing.critical_path.to_type "output pin" \
    min_path_type "in2async" \
    critical_path.max_fanout 2 \
    min_period_ns 1.41 \
    num_antenna_cells 0 \
    netSwitchingFraction_pct 19.9 \
    drt-vias-per-instance 2.80 \
    post_cts_hold_buffer_count 0 \
    synth_chip_area_um2 392 \
    cts-root-to-sink-buffers 2 \
    pwrdens_nw_per_um2 993 \
    finClkSkew_ns 0.00340 \
    routed.top_layer "met3" \
    finalHoldWorstSlack_ns 0.372 \
    cap_violations 0 \
    postCtsSetupRepairBufs 0 \
    vdd_drop_max_uv 176 \
    clkPwrFrac_pct 33.3 \
    num_io_pins 20 \
    critical_register_to_register_path_endpoint "data[2]" \
    seq_area_frac_synth_pct 63.9 \
    total_length_of_routed_met2_wires_um 431 \
    crit_path_cell_trace "clkdlybuf4s50_1" \
    fp.dieW_um 80 \
    final_clock_period_utilization_by_the_worst_path_pct 88.3 \
    initial_antenna_violation_count 0 \
    intPower_uw 546 \
    cp_top_family "buffers and inverters" \
    drc 0 \
    cts.sinks 10 \
    chip_area_um2 6400 \
    grt_usage_pct 3.03 \
    wl_met1_um 398 \
    synth_cell_type_count 5 \
    tritoncts.num_buffers 3 \
    leakagePower_uw 0.000295 \
    grt_setup_unrepaired "false" \
    clkTransAtPathRegs_ns 0.07 \
    dr_total_vias 258 \
    final_max_slew_viol_count 0 \
    die_y_um 80 \
    core_region_area_um2 3420 \
    route.final.wire_length_um 964 \
    timing_worst_setup_path_type "reg2out" \
    outcome "finished, final reports clean" \
    clock.latency.late_pin_ns 0.26 \
    worstSetupStartpointType "register" \
    netlist_area_um2 392 \
    synth.ff_latch_count 10 \
    crit_slowest_cell "sky130_fd_sc_hd__clkdlybuf4s50_1" \
    critical_path_required_ns 1.28 \
    detailroute.wirelength.met3_um 135 \
    htreeDepth 1 \
    floorplan.rows 21 \
    drt-wirelength-per-cell_um 10.5 \
    postCtsResizedCells 0 \
    fp_util_pct 11.5 \
    drtPass1Iterations 2 \
    worst_slew_pin_slew_ns 0.462 \
    gp_routability_congestion 0.681 \
    drt_iter0_markers 13 \
    antenna_violating_nets_left 0 \
    hold_viol_final 0 \
    p_sw_uw 136 \
    timing.slew.headroom_pct 69.1 \
    reg2reg_depth 3 \
    r2r_setup_slack_ns 0.44 \
    global_route_wire_length_before_repair_um 1460 \
    global_route.overflow_total 0 \
    fmaxAchievable_ghz 0.708 \
    timing.final.setup_violations 0 \
    layout-drive-gt1-share_pct 32.6 \
    log.warning_count 25 \
    sequentialPowerShare_pct 44.5 \
    root_buffer "sky130_fd_sc_hd__clkbuf_4" \
    layout-area-overhead-vs-synth_pct 75.4 \
    synth_stat.cells 21 \
    yosysWarnings 1 \
]
-- cells in the mapped netlist (all sizes together) --
master,count,area (um^2)
buf,1,11.3
dfrtp,10,250
inv,1,3.75
mux2,8,120
nor2b,1,6.26
-- routing by layer --
metal	global-route usage (%)	up-vias
li1	-	121
met1	3.74	125
met2	4.01	12
met3	2.73	0
met4	0.176	0
met5	0	-
-- sequential cells by signal, indices dropped and copies added, names as in the netlist --
signal,flops
state,1
tready,1
data,8
-- worst reg2reg max path: stages (launching register included) --
cell,delay (ns)
sky130_fd_sc_hd__dfrtp_1,0.38
sky130_fd_sc_hd__nor2b_1,0.20
sky130_fd_sc_hd__buf_4,0.18
sky130_fd_sc_hd__mux2_4,0.30
-- area by class of cell --
cell class	instances	area, um^2
Timing Repair Buffer	22	213
Sequential cell	10	250
Tap cell	46	57.6
Fill cell	380	2730
Multi-Input combinational cell	9	126
Inverter	1	3.75
Clock buffer	4	36.3
-- power groups by stage --
stage     clock network [uW]  registers, uW  logic (uW)
6_report                 227            303         152
5_1_grt                  256            308         164
4_1_cts                  246            304         157
-- how the worst max path moves through the flow --
stage / start / end / depth (start not counted)
final: data[5] / leds_o[5] / 1
after global routing: data[5] / leds_o[5] / 1
after CTS: data[4] / leds_o[4] / 1
-- cell families (layout without fill, tap and decap cells) --
logic type             count (synthesis)  after routing  share of synthesized area (%)
buffers and inverters                  2             27                           3.83
and+or+nand+nor                        1              1                           1.60
DFF                                   10             10                           63.9
muxes                                  8              8                           30.7
-- placed cells by master, fill, tap and decap left out --
cell / count
sky130_fd_sc_hd__clkdlybuf4s50_1: 19
sky130_fd_sc_hd__dfrtp_1: 10
sky130_fd_sc_hd__mux2_4: 8
sky130_fd_sc_hd__clkbuf_4: 3
sky130_fd_sc_hd__buf_4: 3
sky130_fd_sc_hd__nor2b_1: 1
sky130_fd_sc_hd__inv_1: 1
sky130_fd_sc_hd__clkbuf_8: 1
-- per-stage QoR --
stage               setup slack (ns)  area [um^2]  util (%)  total power, uW  instances
finish                         0.188          687      20.1              682         92
global route                   0.118          687      20.1              728         92
CTS                            0.151          687      20.1              707         92
detailed placement            0.0104          651      19.0              464         88
global placement              0.0498          651      19.0              462         88
floorplan                      0.535          392         -              356         21
No activity file was given, so power comes from the tool's default toggle rates.
